`/design/flow/run.sh`:
```
#!/bin/bash
# OpenROAD 26Q1-2900-gdf79404cd8, Yosys 0.63+post, stock flow scripts
make -C /OpenROAD-flow-scripts/flow DESIGN_CONFIG=/design/flow/config.mk WORK_HOME=/design/flow/orfs finish
```
`/design/flow/config.mk`:
```
export PLATFORM = sky130hd
export DESIGN_NAME = packet_parser
export DESIGN_NICKNAME = packet_parser
export VERILOG_FILES = /design/flow/design.v
export SDC_FILE = /design/flow/constraint.sdc
export NUM_CORES = 4
export LEC_CHECK = 1
export CORE_UTILIZATION = 40
```
`/design/flow/constraint.sdc`:
```
current_design packet_parser

set clk_period 8.8
set clk_io_pct 0.2

create_clock -name clk0 -period $clk_period [get_ports {clk}]

set non_clock_inputs [all_inputs -no_clocks]
set_input_delay [expr $clk_period * $clk_io_pct] -clock clk0 $non_clock_inputs
set_output_delay [expr $clk_period * $clk_io_pct] -clock clk0 [all_outputs]
```
`/design/flow/design.v`:
```
localparam CLASSIFIER_0_PHASE0_0_FACTOR = 4'd0;
localparam CLASSIFIER_0_PHASE0_0_ITEM_NUM = 32'd65536;
localparam CLASSIFIER_0_PHASE0_0_EQID_ITEM_NUM = 32'd82;
localparam CLASSIFIER_0_PHASE0_1_FACTOR = 4'd4;
localparam CLASSIFIER_0_PHASE0_1_ITEM_NUM = 32'd4096;
localparam CLASSIFIER_0_PHASE0_1_EQID_ITEM_NUM = 32'd50;
localparam CLASSIFIER_0_PHASE0_2_FACTOR = 4'd1;
localparam CLASSIFIER_0_PHASE0_2_ITEM_NUM = 32'd32768;
localparam CLASSIFIER_0_PHASE0_2_EQID_ITEM_NUM = 32'd104;
localparam CLASSIFIER_0_PHASE0_3_FACTOR = 4'd16;
localparam CLASSIFIER_0_PHASE0_3_ITEM_NUM = 32'd1;
localparam CLASSIFIER_0_PHASE0_3_EQID_ITEM_NUM = 32'd1;
localparam CLASSIFIER_0_PHASE0_4_FACTOR = 4'd0;
localparam CLASSIFIER_0_PHASE0_4_ITEM_NUM = 32'd65536;
localparam CLASSIFIER_0_PHASE0_4_EQID_ITEM_NUM = 32'd1;
localparam CLASSIFIER_0_PHASE0_5_FACTOR = 4'd0;
localparam CLASSIFIER_0_PHASE0_5_ITEM_NUM = 32'd65536;
localparam CLASSIFIER_0_PHASE0_5_EQID_ITEM_NUM = 32'd26;
localparam CLASSIFIER_0_PHASE1_0_ITEM_NUM = 32'd106600;
localparam CLASSIFIER_0_PHASE1_0_EQID_ITEM_NUM = 32'd3803;
localparam CLASSIFIER_0_PHASE1_1_ITEM_NUM = 32'd104;
localparam CLASSIFIER_0_PHASE1_1_EQID_ITEM_NUM = 32'd104;
localparam CLASSIFIER_0_FINAL_ITEM_NUM = 32'd395512;
localparam CLASSIFIER_1_PHASE0_0_FACTOR = 4'd0;
localparam CLASSIFIER_1_PHASE0_0_ITEM_NUM = 32'd65536;
localparam CLASSIFIER_1_PHASE0_0_EQID_ITEM_NUM = 32'd85;
localparam CLASSIFIER_1_PHASE0_1_FACTOR = 4'd4;
localparam CLASSIFIER_1_PHASE0_1_ITEM_NUM = 32'd4096;
localparam CLASSIFIER_1_PHASE0_1_EQID_ITEM_NUM = 32'd50;
localparam CLASSIFIER_1_PHASE0_2_FACTOR = 4'd0;
localparam CLASSIFIER_1_PHASE0_2_ITEM_NUM = 32'd65536;
localparam CLASSIFIER_1_PHASE0_2_EQID_ITEM_NUM = 32'd17;
localparam CLASSIFIER_1_PHASE0_3_FACTOR = 4'd0;
localparam CLASSIFIER_1_PHASE0_3_ITEM_NUM = 32'd65536;
localparam CLASSIFIER_1_PHASE0_3_EQID_ITEM_NUM = 32'd107;
localparam CLASSIFIER_1_PHASE0_4_FACTOR = 4'd0;
localparam CLASSIFIER_1_PHASE0_4_ITEM_NUM = 32'd65536;
localparam CLASSIFIER_1_PHASE0_4_EQID_ITEM_NUM = 32'd1;
localparam CLASSIFIER_1_PHASE0_5_FACTOR = 4'd0;
localparam CLASSIFIER_1_PHASE0_5_ITEM_NUM = 32'd65536;
localparam CLASSIFIER_1_PHASE0_5_EQID_ITEM_NUM = 32'd27;
localparam CLASSIFIER_1_PHASE1_0_ITEM_NUM = 32'd114750;
localparam CLASSIFIER_1_PHASE1_0_EQID_ITEM_NUM = 32'd971;
localparam CLASSIFIER_1_PHASE1_1_ITEM_NUM = 32'd1819;
localparam CLASSIFIER_1_PHASE1_1_EQID_ITEM_NUM = 32'd138;
localparam CLASSIFIER_1_FINAL_ITEM_NUM = 32'd133998;
localparam CLASSIFIER_2_PHASE0_0_FACTOR = 4'd0;
localparam CLASSIFIER_2_PHASE0_0_ITEM_NUM = 32'd65536;
localparam CLASSIFIER_2_PHASE0_0_EQID_ITEM_NUM = 32'd7;
localparam CLASSIFIER_2_PHASE0_1_FACTOR = 4'd0;
localparam CLASSIFIER_2_PHASE0_1_ITEM_NUM = 32'd65536;
localparam CLASSIFIER_2_PHASE0_1_EQID_ITEM_NUM = 32'd25;
localparam CLASSIFIER_2_PHASE0_2_FACTOR = 4'd0;
localparam CLASSIFIER_2_PHASE0_2_ITEM_NUM = 32'd65536;
localparam CLASSIFIER_2_PHASE0_2_EQID_ITEM_NUM = 32'd100;
localparam CLASSIFIER_2_PHASE0_3_FACTOR = 4'd12;
localparam CLASSIFIER_2_PHASE0_3_ITEM_NUM = 32'd16;
localparam CLASSIFIER_2_PHASE0_3_EQID_ITEM_NUM = 32'd13;
localparam CLASSIFIER_2_PHASE0_4_FACTOR = 4'd0;
localparam CLASSIFIER_2_PHASE0_4_ITEM_NUM = 32'd65536;
localparam CLASSIFIER_2_PHASE0_4_EQID_ITEM_NUM = 32'd1;
localparam CLASSIFIER_2_PHASE0_5_FACTOR = 4'd0;
localparam CLASSIFIER_2_PHASE0_5_ITEM_NUM = 32'd65536;
localparam CLASSIFIER_2_PHASE0_5_EQID_ITEM_NUM = 32'd17;
localparam CLASSIFIER_2_PHASE1_0_ITEM_NUM = 32'd2975;
localparam CLASSIFIER_2_PHASE1_0_EQID_ITEM_NUM = 32'd82;
localparam CLASSIFIER_2_PHASE1_1_ITEM_NUM = 32'd1300;
localparam CLASSIFIER_2_PHASE1_1_EQID_ITEM_NUM = 32'd123;
localparam CLASSIFIER_2_FINAL_ITEM_NUM = 32'd10086;
localparam CLASSIFIER_3_PHASE0_0_FACTOR = 4'd0;
localparam CLASSIFIER_3_PHASE0_0_ITEM_NUM = 32'd65536;
localparam CLASSIFIER_3_PHASE0_0_EQID_ITEM_NUM = 32'd7;
localparam CLASSIFIER_3_PHASE0_1_FACTOR = 4'd0;
localparam CLASSIFIER_3_PHASE0_1_ITEM_NUM = 32'd65536;
localparam CLASSIFIER_3_PHASE0_1_EQID_ITEM_NUM = 32'd25;
localparam CLASSIFIER_3_PHASE0_2_FACTOR = 4'd0;
localparam CLASSIFIER_3_PHASE0_2_ITEM_NUM = 32'd65536;
localparam CLASSIFIER_3_PHASE0_2_EQID_ITEM_NUM = 32'd9;
localparam CLASSIFIER_3_PHASE0_3_FACTOR = 4'd0;
localparam CLASSIFIER_3_PHASE0_3_ITEM_NUM = 32'd65536;
localparam CLASSIFIER_3_PHASE0_3_EQID_ITEM_NUM = 32'd96;
localparam CLASSIFIER_3_PHASE0_4_FACTOR = 4'd0;
localparam CLASSIFIER_3_PHASE0_4_ITEM_NUM = 32'd65536;
localparam CLASSIFIER_3_PHASE0_4_EQID_ITEM_NUM = 32'd1;
localparam CLASSIFIER_3_PHASE0_5_FACTOR = 4'd0;
localparam CLASSIFIER_3_PHASE0_5_ITEM_NUM = 32'd65536;
localparam CLASSIFIER_3_PHASE0_5_EQID_ITEM_NUM = 32'd27;
localparam CLASSIFIER_3_PHASE1_0_ITEM_NUM = 32'd4725;
localparam CLASSIFIER_3_PHASE1_0_EQID_ITEM_NUM = 32'd183;
localparam CLASSIFIER_3_PHASE1_1_ITEM_NUM = 32'd864;
localparam CLASSIFIER_3_PHASE1_1_EQID_ITEM_NUM = 32'd97;
localparam CLASSIFIER_3_FINAL_ITEM_NUM = 32'd17751;
`timescale 1ns / 1ps
module packet_parser (
    input wire clk,
    input wire rst_n,
    input wire packet_valid,             
    input wire [31:0] src_ip_int,        
    input wire [31:0] dst_ip_int,        
    input wire [15:0] src_port,          
    input wire [15:0] dst_port,          
    output reg packet_ready,             
    output reg dims_valid,              
    output reg [15:0] dim_0,            
    output reg [15:0] dim_1,            
    output reg [15:0] dim_2,            
    output reg [15:0] dim_3,            
    output reg [15:0] dim_4,            
    output reg [15:0] dim_5,            
    input wire dims_ready
);
    localparam    PARSE_IDLE    = 2'b00;         
    localparam    PARSE_IP      = 2'b01;         
    localparam    PARSE_OUTPUT  = 2'b10;         
    reg [1:0] current_state, next_state;
    reg [31:0] src_ip_reg, dst_ip_reg;
    reg [15:0] src_port_reg, dst_port_reg;
    reg [15:0] first_src_ip, last_src_ip;     
    reg [15:0] first_dst_ip, last_dst_ip;     
    always @(posedge clk or negedge rst_n) begin
        if (!rst_n) begin
            current_state <= PARSE_IDLE;
            dims_valid <= 1'b0;
            dim_0 <= 16'h0;
            dim_1 <= 16'h0;
            dim_2 <= 16'h0;
            dim_3 <= 16'h0;
            dim_4 <= 16'h0;
            dim_5 <= 16'h0;
            src_ip_reg <= 32'h0;
            dst_ip_reg <= 32'h0;
            src_port_reg <= 16'h0;
            dst_port_reg <= 16'h0;
        end else begin
            current_state <= next_state;
            case (current_state)
                PARSE_IDLE: begin
                    dims_valid <= 1'b0;
                    if (packet_valid) begin
                        src_ip_reg <= src_ip_int;
                        dst_ip_reg <= dst_ip_int;
                        src_port_reg <= src_port;
                        dst_port_reg <= dst_port;
                    end
                end
                PARSE_IP: begin
                    dim_0 <= src_ip_reg[31:16];           
                    dim_1 <= src_ip_reg[15:0];            
                    dim_2 <= dst_ip_reg[31:16];           
                    dim_3 <= dst_ip_reg[15:0];            
                    dim_4 <= src_port_reg;                
                    dim_5 <= dst_port_reg;                
                end
                PARSE_OUTPUT: begin
                if (!dims_valid) begin
                    dims_valid <= 1'b1;    
                end 
                else if (dims_ready) begin
                    dims_valid <= 1'b0;    
                end
            end
            endcase
        end
    end
    always @(*) begin
        next_state = current_state;
        packet_ready = 1'b0;
        case (current_state)
            PARSE_IDLE: begin
                packet_ready = 1'b1;
                if (packet_valid) begin
                    next_state = PARSE_IP;
                end
            end
            PARSE_IP: begin
                next_state = PARSE_OUTPUT;
            end
            PARSE_OUTPUT: begin
                if (dims_ready && dims_valid) begin
                    next_state = PARSE_IDLE;
                end
            end
        endcase
    end
endmodule
```
==> reports/qor.txt <==
status -> finished, final reports clean
Startpoint Class -> primary input
Hold Crit Class -> reg -> reg
pin count of the biggest net entering global routing -> 90
Final Slew Violations -> 0
Pwr Density -> 313.7 nW/um^2
highest-delay cell along the critical path -> buf_4
kind of critical path -> in -> reg
cts bufs inserted -> 17
Setup TNS -> 0 ns
maximum capacitance violations -> 0
Inserted Diodes -> 0
final worst-path cycle share -> 38.15%
yosys stat area -> 7372 um^2
number of distinct library cells after synthesis -> 15
maximum vdd drop -> 0.1804 mV
DP Wirelength -> 9.135 mm
Iteration-0 DRC Markers -> 148
Post-synth regs -> 196
crit path capture type -> flip-flop
Clock Latency Late Sink -> 0.41 ns
stage-log warning count -> 25
# fillers -> 1429
share of cells above drive strength 1 -> 36.72%
Setup WS post-layout -> 5.443 ns
IO Count -> 198
Sequential Area -> 4910 um^2
Slew Limit Headroom -> 48.44%
clock tree buffer depth -> 2
gr usage total -> 16.14%
PnR Total Power -> 3.161 mW
worst reg2reg endpoint -> dim_0[6]$_DFFE_PN0P_
die width -> 137.8 um
f_max -> 297.9 MHz
Worst Max-Slew Pin Slew -> 0.7734 ns
DR vias/cell -> 4.763
Final Skew -> 0.008118 ns
Ys Warns -> 2
post-cts sizing count -> 0
crit path DAT -> 3.66 ns
drt pass-1 iters -> 4
mapped cell area -> 7372 um^2
WL/cell -> 16.31 um
# setup viols final -> 0
hold path depth -> 1
die extent in y -> 137.8 um
RePlAce Congestion -> 0.7575
Root Driver -> clkbuf_16
CTS tree -> built
worst path buffer plus inverter count -> 2
Post-DRT Antenna Nets -> 0
Synth Area per Inst -> 17.64 um^2
most numerous logic cell after layout -> clkdlybuf4s50_1
Hold Buf Count CTS -> 0
worst slack at placement -> 5.000 ns
dpl cell area -> 9527 um^2
MI comb area -> 2313 um^2
WL final -> 14.00 mm
H-tree levels -> 4
fin area -> 10080 um^2
final hold vios -> 0
Top delay family on crit path -> buffers and inverters
crit-path cells -> clkdlybuf4s50_1, and2_4, buf_4, mux2_2
Hold Startpoint -> src_ip_reg[0]$_DFFE_PN0P_
leakage -> 4.373 nW
number of global-route vias before repair -> 4310
crit path max fanout -> 36
Port-buffer cells -> 197
Post-CTS Setup Inserts -> 0
Seq/Total Area, Yosys -> 66.55%
Synth Instances -> 418
Synth-to-Final Area Change -> 36.68%
top logic cells by instance count in the layout -> 196 x clkdlybuf4s50_1, 194 x dfrtp_1, 163 x mux2_2
yosys cell count -> 418
min cycle time layout -> 3.357 ns
core area -> 18020 um^2
RSZ-0062 raised after global routing -> false
global route total overflow -> 0
Die Area -> 18980 um^2
first-pass GRT wire length -> 22.59 mm
clock slew at reported path FFs -> 0.07 ns
drc violations -> 0
row cnt -> 49
depth of the worst register-to-register path -> 2
initial antenna violation count -> 0
critical path's largest stage delay -> 0.59 ns
via count -> 4087
worst hold slack -> 0.5017 ns
Sinks on Clock Net -> 196
Hold Path End -> dim_1[0]$_DFFE_PN0P_
Pre-Place Util -> 40.90%
reg2reg setup slack -> 6.67 ns
Critical Path RT -> 9.10 ns
worst r2r src -> current_state[2]$_DFF_PN0_
[synthesized netlist by cell type]
library cell  instances  share of area [%]
a21o_1                1               0.10
inv_1                 1              0.051
dfstp_2               1               0.36
nand2_1               1              0.051
buf_4                 3               0.31
a22o_1                1               0.12
mux2_4               29                5.9
dfrtp_1             195                 66
nand3_1               1              0.068
o21ai_0               1              0.068
and2_4                1               0.12
buf_6                 5               0.76
buf_2                14               0.95
nor2_1                1              0.051
mux2_2              163                 25
[cell families after synthesis]
kind of cell | share of synthesized area, %
mux | 30.80
simple gates | 0.2884
compound gates | 0.2885
flops | 66.55
buf+inv | 2.071
[power breakdown]
part / internal, mW / switching (mW)
Clock: 0.396 / 0.326
Sequential: 1.31 / 0.206
Combinational: 0.725 / 0.195
Total: 2.43 / 0.726
[metrics by stage]
stage          utilization, %  cells
2_1_floorplan               -    418
3_3_place_gp            52.85    827
3_5_place_dp            52.85    827
4_1_cts                 55.90    858
5_1_grt                 55.90    858
6_report                55.90    858
[worst max-delay path by stage]
| stage | startpoint | cells past startpoint | slack (ns) | endpoint |
|---|---|---|---|---|
| 5_1_grt | packet_valid | 4 | 5.35 | src_port_reg[15]$_DFFE_PN0P_ |
| 4_1_cts | packet_valid | 4 | 5.45 | dst_ip_reg[1]$_DFFE_PN0P_ |
| 6_report | packet_valid | 4 | 5.44 | src_port_reg[1]$_DFFE_PN0P_ |
[final cells by class]
class / count / share of cell area [%]
clock inverter: 12 / 1.056
clock buffer: 19 / 4.396
timing repair buffer: 202 / 19.98
inverter: 1 / 0.03725
multi-input combinational: 199 / 22.96
sequential: 196 / 48.73
tap: 229 / 2.844
[layer usage]
metal / global-route usage [%] / share of wire (%)
met4: 1.872 / 1.1
met3: 6.569 / 11
met2: 22.19 / 42
met5: 0 / 0
met1: 26.00 / 45
Power figures rest on the tool's default switching activity, not on a simulated workload.
